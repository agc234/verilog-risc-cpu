$ cat /design/flow/run.sh
#!/bin/bash
# OpenROAD 26Q1-2900-gdf79404cd8, Yosys 0.63+post, stock flow scripts
make -C /OpenROAD-flow-scripts/flow DESIGN_CONFIG=/design/flow/config.mk WORK_HOME=/design/flow/orfs finish
$ cat /design/flow/config.mk
export PLATFORM = sky130hd
export DESIGN_NAME = pc
export DESIGN_NICKNAME = pc
export VERILOG_FILES = /design/flow/design.v
export SDC_FILE = /design/flow/constraint.sdc
export NUM_CORES = 4
export LEC_CHECK = 1
export CORE_UTILIZATION = 40
$ cat /design/flow/constraint.sdc
current_design pc

set clk_period 28.6
set clk_io_pct 0.2

create_clock -name clk0 -period $clk_period [get_ports {clk}]

set non_clock_inputs [all_inputs -no_clocks]
set_input_delay [expr $clk_period * $clk_io_pct] -clock clk0 $non_clock_inputs
set_output_delay [expr $clk_period * $clk_io_pct] -clock clk0 [all_outputs]
$ cat /design/flow/design.v
module MUX_MemtoReg(
	input logic MemtoReg,
	input logic[31:0] ALUResult,
	input logic[31:0] RD,
	output logic[31:0] MemtoReg_out
);
	assign MemtoReg_out = (MemtoReg != 0) ? RD : ALUResult;
endmodule
module alu #(parameter N=32)
			  (input logic [N-1:0] SrcA, SrcB, 
			   input logic [2:0] ALUControl,
				output logic [N-1:0] ALUResult);
	logic [N-1:0] bb, s, ze, and2, or2;
	mux2 #(N) negator(SrcB, ALUControl[2], bb);
	adder #(N) addsub(SrcA, bb, s);
	assign and2 = SrcA & bb;
	assign or2 = SrcA | bb;
	mux4 #(N) selector(and2, or2, s, ALUControl[1:0], ALUResult);
endmodule
module adder #(parameter N=8)
				  (input logic [N-1:0] a, b,
					output logic [N-1:0] s);
		assign s = a + b;
endmodule
module mux2 #(parameter N=8)
				 (input logic [N-1:0] in,
				  input logic F2,
				  output logic [N-1:0] out);
	assign out = F2 ? -in : in;
endmodule
module mux4 #(parameter N=8)
				 (input logic [N-1:0] a, b, c,
				  input logic [1:0] F,
				  output logic [N-1:0] out);
	always_comb
		case(F)
			2'd0: out = a;
			2'd1: out = b;
			2'd2: out = c;
			default: out = 0;
		endcase
endmodule
module data_memory
#(parameter W = 32,
  parameter D = 32)
(input logic clk, rst,
 input logic[D-1:0] A,
 input logic[D-1:0] WD,
 input logic WE,
 output logic[D-1:0] RD,
 output logic[D-1:0] probe
);
reg[W-1:0] registers[D-1:0];
always@(posedge clk or negedge rst)
begin
	if(!rst) begin
		for(int i = 0; i < D; i++) begin
			registers[i] <= i;
		end
	end
	else begin
		if(WE == 1) registers[A] <= WD;
	end
end
assign RD = registers[A];
assign probe = registers[A];
endmodule
module instruction_memory
#(parameter W = 32, 
  parameter D = 32)
(input logic clk, rst,
 input logic[2:0] A,
 output logic[31:0] RD
);
reg[W-1:0] ins_regs[D-1:0];
always@(posedge clk or negedge rst)
begin
	if(!rst) begin
		ins_regs[0] <= 32'b0;
		ins_regs[1] <= 32'b010101_00010_00001_0000000000000011;  
		ins_regs[2] <= 32'b010100_01000_00001_0000000000000001;  
		ins_regs[3] <= 32'b100100_00011_00100_00001_00000000000;  
		ins_regs[4] <= 32'b101100_01010_01000_00001_00000000000;  
	end
	else begin
		RD <= ins_regs[A];
	end
end
endmodule
module pc(
	input logic clk, rst,
	input logic[2:0] instruction_A,
	input logic RegWrite, MemWrite,
	output logic[31:0] probe_register_file,
	output logic[31:0] probe_data_memory,
	output logic a1, b1, c1, d1, e1, f1, g1,
	output logic a2, b2, c2, d2, e2, f2, g2
);
	logic[31:0] instr, WriteData, SrcA, SrcB, SignImm, ALUResult, ReadData, Result;
	logic[4:0] WriteReg;
	instruction_memory jerry(clk, rst, instruction_A, instr);  
	assign WriteReg = (instr[31]) ? (instr[15:11]) : (instr[20:16]);  
	sign_extend jim(instr[15:0], SignImm);
	register_file jeremy(clk, rst, 
								instr[25:21],instr[20:16], WriteReg, 
								Result, 
								RegWrite, 
								SrcA, WriteData, probe_register_file);
	assign SrcB = (instr[30]) ? SignImm : WriteData;
	alu jeff(SrcA, SrcB, instr[29:27], ALUResult);
	data_memory john(clk, rst, ALUResult, WriteData, MemWrite, ReadData, probe_data_memory);
	MUX_MemtoReg jackson(instr[26], ALUResult, ReadData, Result);
	sevenseg registersevenseg(probe_register_file[3:0], a1, b1, c1, d1, e1, f1, g1);
	sevenseg datasevenseg(probe_data_memory[3:0], a2, b2, c2, d2, e2, f2, g2);
endmodule
module register_file 
#(parameter W = 32, parameter D = 32)
(input logic clk, rst,
 input logic [4:0] A1, A2, A3,
 input logic [D-1:0] WD3,
 input logic WE3,
 output logic [D-1:0] RD1, RD2, probe
);
	logic [W-1:0] registers[D-1:0];
	always @(posedge clk or negedge rst)
	begin
		if(!rst) begin
			for(int i = 0; i < D; i++) begin
				registers[i] <= i;
			end
		end
		else begin
			if (WE3 == 1) registers[A3] <= WD3;
		end
	end
	assign RD1 = registers[A1];
	assign RD2 = registers[A2];
	assign probe = registers[A3];
endmodule
module sevenseg(
	input logic[3:0] num,
	output logic a, b, c, d, e, f, g
);
	logic[6:0] mid;
	always_comb
		case(num)
			4'd0: mid=7'b0000001;
			4'd1: mid=7'b1001111;
			4'd2: mid=7'b0010010;
			4'd3: mid=7'b1111001;
			4'd4: mid=7'b1001100;
			4'd5: mid=7'b0100100;
			4'd6: mid=7'b0100000;
			4'd7: mid=7'b0001111;
			4'd8: mid=7'b0000000;
			4'd9: mid=7'b0001100;
			default: mid=7'b1111110;
		endcase
	assign {a,b,c,d,e,f,g} = mid;
endmodule
module sign_extend(
	input logic[15:0] Imm,
	output logic[31:0] SignImm
);
assign SignImm = {{16{Imm[15]}},Imm};
endmodule
==> impl_metrics.toml <==
# flow metrics
[min_path]
min_path_type = "reg2reg"

[detailed_routing]
vias_per_cell = 6.11
wl_per_cell_um = 27.7
drt_iter0_markers = 4724
drc = 0
ant_nets = 0
dr.pass1.iters = 7
routed-via-count = 52500
wl_um = 238000

[global_routing]
antenna_found_initial = 7
overflow = 0
grt_max_degree = 120
grt_pass1_vias = 50900
grt_usage_pct = 31.9
grt_pass1_wl_um = 353000

[die]
num_rows = 144
die_h_um = 395
fp_util_pct = 40.3
die_area_um2 = 156000
core_area_um2 = 154000
ios = 85
fp.dieW_um = 395

[synthesis]
compound_area_share_pct = 22.1
simple_gate_share_pct = 13.4
async_flop_share_pct = 99.4
synth_cell_type_count = 109
yosysTopAreaCell = "dfrtp_1"
ys_sh_adder_pct = 0.901
logic_family = "AND-OR/OR-AND gates"
area_leaders = "dfrtp_1, o21ai_0, nand2_1"
yosysMostFrequentCell = "nand2_1"
synth_flops = 1288
ys_area_um2 = 61900
synth.cell_area_um2 = 61900
synth_area_per_cell_um2 = 9.36
syn_inst = 6615
ys_sh_xor_pct = 0.368
postSynthSeqShare_pct = 52.3
ys_top_cells_by_count = "nand2_1, o21ai_0, dfrtp_1, clkbuf_1, a21oi_1"
top_area_share_pct = 48.0
synthFlopType = "dfrtp_1"
yosys_warnings = 104
yosys_cells = 6615
edf_count = 8
mux_share_pct = 6.77

[critical_path]
required_ns = 22.88
start_kind = "flip-flop"
worstPathArrival_ns = 9.76
crit_type = "reg2out"
path_max_fanout = 46
cp-end-kind = "output pin"

[final_timing]
slew_headroom_pct = 27.3
slew_viol_final = 0
setup_tns_ns = 0
max_freq_ghz = 0.0646
worst_pin_slew_ns = 1.06
finalCritPeriodShare_pct = 54.1
hold_viol_final = 0
fin_worst_skew_ns = 0.0338
setup_viol = 0
setup_slack_ns = 13.12
fin_crit_ns = 15.48
rsz0062_at_grt = "no"

[placed_design]
dpl.hpwl_um = 144000
dp_slack_ns = 14.15
portBuffers = 84
gp_congestion = 0.931

[cells_and_area]
drive_gt1_share_pct = 13.1
syn2layout_area_growth_pct = 12.8
combGateArea_um2 = 27700
fillers = 14300
register_area_um2 = 32400

[clock_network]
clockBufferDepth = 3
cts_resized = 0
clkTransAtPathRegs_ns = 0.06
cts_tree = "built"
clk_latency_ns = 0.79
numCtsBuffers = 141
ctsHoldBuffers = 0
cts.sinks = 1288
post_cts_buffers = 0
htreeDepth = 4
cts-root-buf = "clkbuf_16"

[power]
power_leakage_nw = 29.8
vdd_drop_max_mv = 0.0772
p_per_area_nw_per_um2 = 119

[run_status]
status = "completed"

[flow_run]
maxCapViolCount = 0
warning_count = 40
area by class of cell:
type,instances,share of cell area [%]
well taps,2044,3.66
diodes,1,0.00358
clock buffers,224,6.15
repair buffers,290,3.49
clock inverters,27,0.493
multi-input cells,4685,39.6
inverters,33,0.177
flip-flops and latches,1288,46.4
cells by family after synthesis:
family | Yosys count
compound gates | 2273
simple gates | 1995
flops | 1288
buf+inv | 642
mux | 347
fa+ha+maj | 44
xor+xnor | 26
power breakdown:
| part | switching [mW] | internal (mW) |
|---|---|---|
| Clock | 0.762 | 1.08 |
| Combinational | 2.33 | 1.16 |
| Sequential | 0.408 | 2.55 |
| Total | 3.50 | 4.79 |
final timing paths:
path,from,endpoint,slack [ns],cells after the start
setup / recovery,jerry.RD[30],probe_data_memory[24],13.12,23
hold / removal,jeremy.registers[13][3],jeremy.registers[13][3],0.47,2
setup reg to reg,jerry.RD[30],jeremy.registers[1][21],19.30,27
hold reg to reg,jeremy.registers[13][3],jeremy.registers[13][3],0.47,2
max in group asynchronous,rst,jeremy.registers[0][23],20.53,5
min in group asynchronous,rst,john.registers[0][5],4.89,1
sequential cells by signal (all words and copies together), names as in the netlist:
name,cells
john.registers,1024
jeremy.registers,256
jerry.RD,8
routing by layer:
metal	GRT usage, %	vias up	share of wire, %
li1	-	23200	-
met1	43.8	25900	39
met2	46.2	2677	44
met3	12.8	672	12
met4	13.0	14	5.3
met5	0	-	0.033
placed cells by master, fill, tap and decap left out, drive strengths merged, types with 41 or more instances in the layout:
cell type / n
a31oi: 46
clkdlybuf4s50: 82
mux2i: 140
buf: 208
ha: 43
o21ai: 1340
a221oi: 52
o22ai: 42
clkbuf: 224
nor2b: 41
nand3: 114
dfstp: 92
a222oi: 44
dfrtp: 1188
a22oi: 154
mux2: 167
nand2: 1424
nor2: 230
a21oi: 243
worst max-delay path, cell delays in order (launching register included):
cell and delay (ns):
edfxtp_1 0.32, buf_4 0.47, buf_4 0.60, nand2b_1 0.47, nor2_1 0.12, a21oi_1 0.16, o21ai_0 0.13, o21ai_2 0.09
buf_4 0.33, o21ai_0 0.17, inv_1 0.12, ha_1 0.24, mux2_2 0.30, fa_1 0.49, a21oi_2 0.26, mux2_2 0.67
a21oi_4 0.62, buf_4 0.68, buf_4 0.54, a22oi_1 0.16, a31oi_1 0.18, a2111oi_0 0.11, a31oi_1 0.91, clkdlybuf4s50_1 0.64
metrics by stage:
step | power, mW | cells | util (%) | hold slack [ns] | area (µm²)
finish | 8.30 | 8592 | 45.4 | 0.466 | 69800
floorplan | 4.77 | 6615 | - | 0.442 | 61900
detailed placement | 6.38 | 8340 | 42.4 | 0.461 | 65200
global route | 8.72 | 8591 | 45.4 | 0.488 | 69800
global placement | 6.33 | 8340 | 42.4 | 0.454 | 65200
CTS | 8.24 | 8591 | 45.4 | 0.469 | 69800
No activity file was given, so power comes from the tool's default toggle rates.
